--- design.v ---
module FSM_control (
input clk,
input reset,
input PAR_EN,
input data_valid,
input done,
output reg  enable,
output reg  [1:0] mux_sel,
output reg busy_1
);
localparam IDLE   = 3'b000,
           START  = 3'b001,
           DATA   = 3'b010,
           PARITY = 3'b011,
           STOP   = 3'b100;
reg [2:0] current_state, next_state;
always @(posedge clk or posedge reset)
 begin
    if (reset)
        current_state <= IDLE;
    else
        current_state <= next_state;
end
always @(*) 
begin
    case (current_state)
        IDLE: 
        begin
            if (data_valid)
                next_state = START;
            else
                next_state = IDLE;
        end
        START: 
        begin
             next_state = DATA;
        end
        DATA:
        begin
            if(done)
            begin
               if (PAR_EN==1)
               begin
                next_state = PARITY;
               end
               else 
                 next_state = STOP;
            end
            else
                next_state = DATA;
        end
        PARITY:
        begin
            next_state = STOP;
        end
        STOP:
        begin
            next_state = IDLE;
        end
    endcase
end
always @(*)
begin
    enable  = 0;
    mux_sel = 2'b00;
    busy_1  = 0;
        case (current_state)
        IDLE:
        begin
            enable  = 1'b0;
            mux_sel = 2'b11;
            busy_1  = 1'b0;
        end
        START:
        begin
            enable  = 1'b0;
            mux_sel = 2'b00;
            busy_1  = 1'b1;
        end
        DATA:
        begin
            enable = 1'b1;
            mux_sel = 2'b01;
            busy_1 = 1'b1;
        end
        PARITY:
        begin
            enable  = 1'b0;   
            mux_sel = 2'b10;    
            busy_1  = 1'b1;  
        end
        STOP:
        begin
            enable  = 1'b0;    
            mux_sel = 2'b11;    
            busy_1  = 1'b1;  
        end         
        endcase 
end
endmodule
module Mux (
    input start_bit ,
    input end_bit,
    input ser_out,
    input parity,
    input [1:0] mux_sel,
    output reg Tx_out
);
always @(*) begin
    case (mux_sel)
        2'b00: Tx_out = start_bit;   
        2'b01: Tx_out = ser_out;     
        2'b10: Tx_out = parity;      
        2'b11: Tx_out = end_bit;     
        default: Tx_out = 1'b1;      
    endcase
end
endmodule
module Par_cal(
input [7:0] p_data,
input parity_type ,
output parity_bit
);
assign parity_bit = (parity_type == 1'b0) ? ^p_data : ~^p_data;
endmodule 
module Serializer(
input clk,
input rst ,
input [7:0] p_data,
input enable,
input load,
output reg ser_out,
output reg done,
output reg busy
);
reg [7:0] shift_reg;
reg [2:0] bit_counter;
always@(posedge clk or posedge rst)
begin
    if(rst)
    begin
        bit_counter <= 0;
        done <= 0;
        busy <= 0;
        ser_out <= 0;
    end
    else if(load)
    begin
        shift_reg <= p_data >> 1;            
        ser_out <= p_data[0];                
        bit_counter <= 3'b001;               
        done <= 0;
        busy <= 1;
    end
    else if (busy && enable)
    begin
        ser_out <= shift_reg[0];            
        shift_reg <= shift_reg >> 1;
        if (bit_counter == 3'b111)          
        begin
            done <= 1;
            busy <= 0;
        end
        else
        begin
            bit_counter <= bit_counter + 1;
        end
    end
end
endmodule
module Top (
    input clk,
    input rst,
    input data_valid,
    input [7:0] p_data,
    input PAR_EN,
    input parity_type,
    output Tx_out,
    output busy_1,
    output wire serializer_enable_debug
);
    wire [1:0] mux_sel;
    wire parity_bit;
    wire ser_out;
    wire start_bit = 1'b0;
    wire end_bit   = 1'b1;
    wire enable;
    wire done;
    wire busy;
    wire load;
    assign load = data_valid & ~busy;
    assign serializer_enable_debug = enable;
    Mux M1 (
        .start_bit(start_bit),
        .end_bit(end_bit),
        .ser_out(ser_out),
        .parity(parity_bit),
        .mux_sel(mux_sel),
        .Tx_out(Tx_out)
    );
    Par_cal PAR (
        .p_data(p_data),
        .parity_type(parity_type),
        .parity_bit(parity_bit)
    );
    Serializer S1 (
        .clk(clk),
        .rst(rst),
        .p_data(p_data),
        .enable(enable),
        .load(load),
        .ser_out(ser_out),
        .done(done),
        .busy(busy)
    );
    FSM_control F1 (
        .clk(clk),
        .reset(rst),
        .PAR_EN(PAR_EN),
        .data_valid(data_valid),
        .done(done),
        .enable(enable),
        .mux_sel(mux_sel),
        .busy_1(busy_1)
    );
endmodule
--- run.sh ---
#!/bin/bash
# OpenROAD 26Q1-2900-gdf79404cd8, Yosys 0.63+post, stock flow scripts
make -C /OpenROAD-flow-scripts/flow DESIGN_CONFIG=/design/flow/config.mk WORK_HOME=/design/flow/orfs finish
--- config.mk ---
export PLATFORM = sky130hd
export DESIGN_NAME = Top
export DESIGN_NICKNAME = Top
export VERILOG_FILES = /design/flow/design.v
export SDC_FILE = /design/flow/constraint.sdc
export NUM_CORES = 4
export LEC_CHECK = 1
export CORE_AREA = 10 10 91 91
export DIE_AREA = 0 0 101 101
--- constraint.sdc ---
current_design Top

set clk_period 2.3
set clk_io_pct 0.2

create_clock -name clk0 -period $clk_period [get_ports {clk}]

set non_clock_inputs [all_inputs -no_clocks]
set_input_delay [expr $clk_period * $clk_io_pct] -clock clk0 $non_clock_inputs
set_output_delay [expr $clk_period * $clk_io_pct] -clock clk0 [all_outputs]
==> Changelog: implementation <==
### Physical design

- Status: completed
- Die width: 101 um
- Comb power frac: 29.3%
- Clock transition at path regs: 0.07 ns
- Log Warnings: 25
- CTS hold repair buffers: 0
- Latency at later pin: 0.25 ns
- Worst-margin pin slew: 0.372 ns
- Remaining DRCs: 0
- Vias in the first global route: 677
- Netlist cell types: 25
- H-tree depth: 1
- Largest net degree at the start of global routing: 10
- Part of the cycle the worst path needs: 95.5%
- Top cells by area: dfrtp_1 25%, edfxtp_1 23%, nand2_1 9.6%, dlxtn_1 5.0%, xnor2_1 3.9%
- Register pins left without a clock: 3
- Syn Area/Cell: 10.2 um2
- PwrDens: 757 mW/mm2
- Total Power: 921 uW
- Grt total ovfl: 0
- Die area: 0.0102 mm2
- Hold_ws: 0.494 ns
- CP max stage delay: 0.47 ns
- Kind of critical path: in2out
- Worst IR Drop VDD: 0.000353 V
- Drt pass-1 iters: 4
- CP Cell Sequence: dlygate4sd2_1 -> xor2_1 -> xnor3_1 -> xnor2_2 -> o21ai_1 -> clkbuf_2
- Internal Power: 642 uW
- I/O pin total: 16
- Post-DRT Antenna Nets: 0
- Postcts setup bufs: 0
- Number of core rows: 29
- Routed WL: 1880 um
- Synth area leader: dfrtp_1
- Crit-path max FO: 2
- Initial Util: 14.2%
- Worst Setup End Kind: output port
- CTS tree: yes
- Core ar.: 0.00635 mm2
- Register share of total power: 46.8%
- Max_slew headroom: 75.2%
- Synth Cell Area: 903 um2
- Gpl congestion: 0.784
- Pins over their slew limit: 0
- Die span in y: 101 um
- Critical path arrival: 1.74 ns
- Dpl hpwl: 1450 um
- CTS root buf: clkbuf_8
- Lkg Pwr: 0.536 nW
- Final Skew: 0.00420 ns
- ANT cells: 0
- Max-cap violations: 0
- Area reported by Yosys stat: 903 um2
- Switch Pwr: 280 uW
- Slowest-stage cell, CP: xnor3_1
- Drt wl/cell: 10.0 um
- Synth warn: 3
- Ys cells: 89
- Setup violators final: 0
- DR iter-0 viols: 22
- First-pass GRT wire length: 3310 um
- Avg Vias per Cell: 3.50
- Routed via count: 654
- Initial antenna violation count: 0
- Share of cells above drive strength 1: 10.9%
- CTS max path bufs: 2
- Min Clock Period, post-route: 2.20 ns
- Setup repair after global routing missed its margin: false
- Post-Syn Instances: 89
- Max Freq: 0.455 GHz
- Largest register FFs: 7
- Dominant cell area share: 24.9%
- Number of unconstrained endpoints: 6
- Worst hold path class: reg2reg
- Clock network power share: 23.9%
- Synth-to-Final Area Change: 34.6%
- Total CTS buffers: 3
- Crit path DRT: 1.84 ns
- Flops after synth: 19
- Endpoints failing hold: 0
- Commonest cells after routing, fill and taps aside: 23 x nand2_1, 9 x dfrtp_1, 8 x nor2_1, 8 x clkdlybuf4s50_1, 7 x edfxtp_1
- Gr usage total: 3.90%
- Most numerous logic cell after layout: nand2_1
- Switching Share: 30.3%
- IO Port Bufs: 15
- Worst setup SP type: input pin
-- layer usage --
layer  track usage, %  part of all wire (%)
met3             1.52                   7.2
met4            0.429                     0
met2             5.31                    41
met1             5.86                    52
met5                0                     0
-- Yosys cell counts --
library cell and instances:
a21oi_1 4, and2_1 1, nor2b_1 2, nand3_1 3
o21ai_0 1, nor2_1 8, nand2_1 23, nand2b_1 1
inv_1 3, xor2_1 3, dfrtp_1 9, nor3b_1 2
dlxtn_1 3, xnor3_1 1, buf_2 1, mux2i_1 3
clkbuf_1 2, nand3b_1 2, ha_1 2, edfxtp_1 7
nor3b_4 1, nor3_1 1, o21ai_1 1, xnor2_1 4
nand3b_4 1
-- power groups by stage --
stage | sequential [mW] | clock (mW) | combinational (mW)
finish | 0.431 | 0.220 | 0.269
CTS | 0.434 | 0.226 | 0.270
global route | 0.443 | 0.239 | 0.328
-- cell families after synthesis --
logic type	share of synthesized area, %
adder cells (fa/ha/maj)	2.77
flip-flops	48.2
buffers and inverters	2.63
multiplexers	3.32
AND-OR/OR-AND	3.32
latches	4.99
XOR/XNOR	9.28
AND/OR/NAND/NOR	25.5
-- stage by stage --
step | std cells | util, % | instance area, um2 | setup TNS [ns] | setup slack, ns
after floorplan | 89 | - | 903 | 0 | 0.639
after global placement | 183 | 18.5 | 1170 | -0.528 | -0.528
after detailed placement | 183 | 18.5 | 1170 | -0.537 | -0.537
after CTS | 187 | 19.1 | 1210 | 0 | 0.0263
after global routing | 187 | 19.2 | 1220 | 0 | 0.00284
final | 187 | 19.2 | 1220 | 0 | 0.104
-- cell type report --
class / instances / area [um2]
Fill cell: 694 / 5130
Tap cell: 77 / 96.3
Clock buffer: 4 / 45.0
Timing Repair Buffer: 20 / 176
Sequential cell: 19 / 480
Multi-Input combinational cell: 64 / 407
Inverter: 3 / 11.3
-- path summary, 6_finish.rpt --
path,startpoint,to,slack (ns),cells after the start
min reg2reg,S1.shift_reg[0],S1.ser_out,0.49,2
min in group asynchronous,rst,S1.ser_out,0.51,2
min,S1.shift_reg[0],S1.ser_out,0.49,2
max reg2reg,F1.current_state[2],S1.shift_reg[0],0.74,5
max in group asynchronous,rst,F1.current_state[0],1.52,2
max,p_data[4],Tx_out,0.10,6
-- critical path, delay by kind of cell --
family | cells | cell delay (ns)
AOI/OAI and AO/OA | 1 | 0.15
xor gates and xnor gates | 3 | 0.77
buffers and inverters | 2 | 0.36
-- repair_timing --
| action | CTS | global route |
|---|---|---|
| pin swaps | 6 | 4 |
| setup endpoints to repair | 1 | 1 |
| hold endpoints to repair | 0 | 0 |
| gates resized | 8 | 3 |
Power figures rest on the tool's default switching activity, not on a simulated workload.
